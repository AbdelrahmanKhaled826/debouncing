==> design.v <==
`timescale 1ns / 1ps
module debounce_controlpath(
input clk,reset,
input noisy,
input timer_done,
output debounced,
output timer_reset
    );
reg [1:0] current_state,next_state;
parameter   s0=0,
		s1=1,
		s2=2,
		s3=3;
always @(posedge clk,posedge  reset)
begin
	if(reset)
		current_state<=s0;
	else
		current_state<=next_state;
end		
always @(*)
begin
	next_state=current_state;
	case(current_state)
		s0:	if(~noisy) 
				next_state=s0;
			else if(noisy)
				next_state=s1;
		s1:	if(~noisy) 
				next_state=s0;
			else if(noisy & ~timer_done)
				next_state=s1;
			else
				next_state=s2;
		s2:	if(~noisy) 
				next_state=s3;
			else if(noisy )
				next_state=s2;
		s3:	if(noisy) 
				next_state=s2;
			else if(~noisy & ~timer_done)
				next_state=s3;
			else if(~noisy & timer_done)
				next_state=s0;
		default: next_state=s0;		
	endcase
end
assign timer_reset=(current_state ==s0)|(current_state ==s2);
assign debounced=(current_state ==s2)|(current_state ==s3) ;
endmodule
`timescale 1ns / 1ps
module timer_dp
#(parameter VALUE=20
)
(
input clk,reset,
output  done
    );
reg [5:0] q;
always @(posedge clk)begin
	if(reset | q==VALUE) 
		q<=0;
	else 	
		q<=q+1;
end
assign done=(q==VALUE)? 1'b1:1'b0;
endmodule
`timescale 1ns / 1ps
module top_module(
input clk,
input reset,
input noisy,
output debounced
    );
wire timer_done,timer_reset;
debounce_controlpath FSM(
.clk(clk),
.reset(reset),
.noisy(noisy),
.timer_done(timer_done),
.timer_reset(timer_reset),
.debounced(debounced)
);
timer_dp datapath(
.clk(clk),
.reset(timer_reset),
.done(timer_done)
);
endmodule
==> run.sh <==
#!/bin/bash
# OpenROAD 26Q1-2900-gdf79404cd8, Yosys 0.63+post, stock flow scripts
make -C /OpenROAD-flow-scripts/flow DESIGN_CONFIG=/design/flow/config.mk WORK_HOME=/design/flow/orfs finish
==> config.mk <==
export PLATFORM = sky130hd
export DESIGN_NAME = top_module
export DESIGN_NICKNAME = top_module
export VERILOG_FILES = /design/flow/design.v
export SDC_FILE = /design/flow/constraint.sdc
export NUM_CORES = 4
export LEC_CHECK = 1
export CORE_AREA = 10 10 70 70
export DIE_AREA = 0 0 80 80
==> constraint.sdc <==
current_design top_module

set clk_period 2.0
set clk_io_pct 0.2

create_clock -name clk0 -period $clk_period [get_ports {clk}]

set non_clock_inputs [all_inputs -no_clocks]
set_input_delay [expr $clk_period * $clk_io_pct] -clock clk0 $non_clock_inputs
set_output_delay [expr $clk_period * $clk_io_pct] -clock clk0 [all_outputs]
==> Implementation_results.wiki <==
== Flow metrics ==
{| class="wikitable"
! Metric !! Value
|-
| Number of OpenROAD warnings || 26
|-
| Post-layout total power || 0.0006031 W
|-
| Antenna cell count || 0
|-
| Peak supply drop || 0.0003119 V
|-
| Flip-flop cell with the highest count after synthesis || sky130_fd_sc_hd__dfxtp_1
|-
| Register share after synthesis || 51.91%
|-
| Standard-cell rows || 21
|-
| Count of library flops with an enable pin || 0
|-
| RSZ-0062 raised after global routing || false
|-
| Tally of unique sky130hd cells used after synthesis || 22
|-
| Mean Syn Cell Area || 9.697 sq um
|-
| Power per cell area || 1096 nW/um^2
|-
| CTS tree || yes
|-
| Area post-placement || 514.2 sq um
|-
| Register Area || 221.5 sq um
|-
| Largest family of logic cells by area || simple AND/OR/NAND/NOR gates
|-
| Worst slew margin relative to its limit || 65.39%
|-
| Total via count after detailed routing || 323
|-
| Gate count after technology mapping || 44
|-
| I/O pins || 4
|-
| Cell accounting for the most synthesized area || sky130_fd_sc_hd__dfxtp_1
|-
| Vertical die dimension || 80 microns
|-
| Maximum number of pins on one net before global-route repair || 7
|-
| DIE WIDTH || 80 microns
|-
| Weighted congestion reported at the end of routability-driven placement || 0.7316
|-
| Count of final setup violators || 0
|-
| Share of flip-flops with an asynchronous set or reset || 40.00%
|-
| Global router's overall resource usage || 2.377%
|-
| Register bit count reported by yosys || 10
|-
| Leakage component of the power || 0.2156 nW
|-
| IO Port Bufs || 3
|-
| Insertion delay at the late pin of the worst-skew pair || 260 ps
|-
| Number of remaining DRC errors || 0
|-
| Combined area of all synthesized cells || 426.7 sq um
|-
| Post-CTS sizing || 0
|-
| Buffers inserted by post-CTS timing repair || 0
|-
| Number of global-route vias before repair || 286
|-
| Worst setup EP type || primary output
|-
| Clock Pin Slew Worst Setup and Hold Paths || 70 ps
|-
| Final ANT Viol Nets || 0
|-
| Post-synthesis share of cell area spent on and-or and or-and gates || 10.26%
|-
| Status || complete, no violations
|-
| Number of cells in the finished layout apart from fillers || 97
|-
| Overflow left after global routing || 0
|-
| Clock root buffer || sky130_fd_sc_hd__clkbuf_4
|-
| Filler cells || 382
|-
| Average routed wire per standard cell || 7.577 microns
|-
| Simple-Gate Area Share || 22.29%
|-
| Post-Place Cells || 93
|-
| Design area || 550.5 sq um
|-
| Final number of max-transition violations || 0
|-
| Core ar. || 3416 sq um
|-
| Chip footprint || 6400 sq um
|-
| Post-CTS Hold Fix Bufs || 0
|-
| Setup_tns || 0 ps
|-
| Worst endpoint data arrival time || 1350 ps
|-
| Number of CTS-inserted buffers || 3
|-
| Global-route wire length before repair || 1242 microns
|-
| Final number of hold-violating endpoints || 0
|-
| Combined buffer and inverter count along the critical path || 1
|-
| Maximum clock frequency || 572.0 MHz
|-
| Category of the most critical setup path || reg -> out
|-
| Most used standard cells in the synthesized netlist || sky130_fd_sc_hd__dfxtp_1 (6), sky130_fd_sc_hd__nor2_1 (6), sky130_fd_sc_hd__inv_1 (4)
|-
| Maximum fanout along the worst path || 3
|-
| Path category of the worst min-delay check || in -> async
|-
| Master of the slowest instance on the critical path || sky130_fd_sc_hd__clkdlybuf4s50_1
|-
| Area figure in the yosys stat output || 426.7 sq um
|-
| Yosys xor share || 6.158%
|-
| Worst Max-Slew Pin Slew || 513.8 ps
|-
| Combinational Area || 190.2 sq um
|-
| Initial drt markers || 2
|-
| Final critical-path required period || 1748 ps
|-
| Hpwl dp || 551.2 microns
|-
| List of cells traversed by the critical path || or2_2 > clkdlybuf4s50_1
|-
| Maximum single-stage delay on the critical path || 410 ps
|-
| Fraction of layout cells with a size suffix above 1 || 13.73%
|-
| Clock tree buffer depth || 2
|-
| Adder and majority gate portion of the synthesized area || 5.865%
|-
| Worst setup slack for register-to-register paths || 670 ps
|-
| Fraction of the cycle the final worst path needs || 87.41%
|-
| Top cells by area || sky130_fd_sc_hd__dfxtp_1 (28%), sky130_fd_sc_hd__dfrtp_1 (18%), sky130_fd_sc_hd__dfstp_2 (6.2%)
|-
| Number of warnings reported in the yosys synthesis log || 2
|-
| Delay-heaviest family, CP || buffers and inverters
|-
| CTS sink cnt || 10
|-
| Top area contributor share || 28.15%
|-
| Startpoint kind of the worst setup timing path || register
|-
| Antenna violations before repair || 0
|-
| Synth-to-layout area growth || 29.03%
|-
| CP required || 1600 ps
|-
| DR pass1 iterations || 2
|-
| Floorplan Utilization || 12.49%
|-
| Routed wire length || 735 microns
|-
| Share of cell area taken by muxes after synthesis || 0%
|-
| Layout Skew || 3.898 ps
|-
| Via density || 3.330
|-
| Total cells reported by yosys after synthesis || 44
|-
| Tally of max-capacitance violations || 0
|-
| CTS H-tree depth || 1
|}
## cell type report
| class | count | share of cell area, % |
|---|---|---|
| Tap cell | 46 | 10.45 |
| Multi-Input combinational cell | 30 | 34.55 |
| Clock buffer | 4 | 6.591 |
| Inverter | 4 | 2.727 |
| Sequential cell | 10 | 40.23 |
| Timing Repair Buffer | 3 | 5.455 |
## kinds of logic after synthesis
family / after synthesis
AND/OR/NAND/NOR: 18
flip-flops: 10
AND-OR/OR-AND: 7
buffers and inverters: 4
XOR/XNOR: 3
adder cells (fa/ha/maj): 2
## layer usage
metal	vias up	share of wire (%)	GRT usage (%)
li1	161	-	-
met1	158	48	2.909
met2	2	45	3.451
met3	2	4.5	1.136
met4	0	2.4	1.056
met5	-	0	0
## worst register-to-register path, delay by kind of cell (launching register included)
family,cells,cell delay [ps]
AOI/OAI and AO/OA,1,450
DFF,1,340
adders and majority gates,1,130
and+or+nand+nor,2,210
buffers and inverters,1,70
## power breakdown
| group | leakage (nW) | switching [W] | internal [W] |
|---|---|---|---|
| sequential | 0.100 | 0.0000471 | 0.000252 |
| combinational | 0.0945 | 0.0000566 | 0.0000690 |
| clock | 0.0210 | 0.0000679 | 0.000110 |
| total | 0.216 | 0.000172 | 0.000431 |
## metrics by stage
step	utilization (%)	hold WS (ps)	worst slack [ps]
3_3_place_gp	15.05	456.2	533.1
5_1_grt	16.12	324.4	188.6
6_report	16.12	306.7	251.8
3_5_place_dp	15.05	465.9	523.6
4_1_cts	16.12	302.5	224.1
2_1_floorplan	-	165.4	884.3
## flip-flops by register name (all words and copies together), names as in the netlist
| signal | count |
|---|---|
| datapath.q | 6 |
| FSM.current_state | 4 |
## cell usage in the layout, fill, tap and decap left out, types with 2 or more instances in the layout
master,instances
sky130_fd_sc_hd__dfrtp_1,3
sky130_fd_sc_hd__xnor2_1,2
sky130_fd_sc_hd__o22ai_1,2
sky130_fd_sc_hd__dfxtp_1,6
sky130_fd_sc_hd__nor2_1,6
sky130_fd_sc_hd__inv_1,4
sky130_fd_sc_hd__o21ai_0,3
sky130_fd_sc_hd__clkdlybuf4s50_1,3
sky130_fd_sc_hd__ha_1,2
sky130_fd_sc_hd__clkbuf_4,3
sky130_fd_sc_hd__nand2_1,3
## worst paths after layout
path                                             endpoint  cells past startpoint                      startpoint
max                                             debounced                      2  FSM.current_state[1]$_DFF_PP0_
min                        FSM.current_state[2]$_DFF_PP0_                      2                           reset
max reg2reg                      datapath.q[2]$_SDFF_PP0_                      5        datapath.q[0]$_SDFF_PP0_
min reg2reg                      datapath.q[0]$_SDFF_PP0_                      1        datapath.q[0]$_SDFF_PP0_
max in group asynchronous  FSM.current_state[0]$_DFF_PP1_                      2                           reset
min in group clk0                datapath.q[0]$_SDFF_PP0_                      1        datapath.q[0]$_SDFF_PP0_
Power figures rest on the tool's default switching activity, not on a simulated workload.
